`config.mk`:
```
export PLATFORM = sky130hd
export DESIGN_NAME = HVsync
export DESIGN_NICKNAME = HVsync
export VERILOG_FILES = /design/flow/design.v
export SDC_FILE = /design/flow/constraint.sdc
export NUM_CORES = 4
export LEC_CHECK = 1
export CORE_AREA = 10 10 110 110
export DIE_AREA = 0 0 120 120
```
`constraint.sdc`:
```
current_design HVsync

set clk_period 2.1
set clk_io_pct 0.2

create_clock -name clk0 -period $clk_period [get_ports {clk_25}]

set non_clock_inputs [all_inputs -no_clocks]
set_input_delay [expr $clk_period * $clk_io_pct] -clock clk0 $non_clock_inputs
set_output_delay [expr $clk_period * $clk_io_pct] -clock clk0 [all_outputs]
```
`design.v`:
```
module HVsync  
  #(parameter total_H      = 800  ,
    parameter total_V      = 525    ,
    parameter active_H     = 640 ,
    parameter active_V     = 480   
    )
   (input clk_25,
    output reg h_sync, 
    output reg v_sync,
    output reg [10-1:0] count_H=0,
    output reg [10-1:0] count_V=0
    );
always @(posedge clk_25)
begin
    if(count_H==total_H-1)
		 begin
			count_H <= 0;
			if(count_V == total_V-1)
			  count_V <= 0;
			else  
			  count_V <= count_V + 1;
		 end
    else
		 count_H <= count_H + 1;
end
always @(posedge clk_25)
  begin
    if ((count_H < 16 + active_H) || (count_H > total_H - 48 - 1))
      h_sync <= 1;
    else
      h_sync <= 0;
    if ((count_V < 10 + active_V) ||(count_V > total_V - 33 - 1))
      v_sync <= 1;
    else
      v_sync <= 0;
  end
endmodule
```
`run.sh`:
```
#!/bin/bash
# OpenROAD 26Q1-2900-gdf79404cd8, Yosys 0.63+post, stock flow scripts
make -C /OpenROAD-flow-scripts/flow DESIGN_CONFIG=/design/flow/config.mk WORK_HOME=/design/flow/orfs finish
```
==> results.tsv <==
metric	value	unit
enable_flop_cells	10	
dp_hpwl	1769	um
ys_area	1022	um^2
ys_types	28	
regArea	540.5	um^2
drive_gt1_frac	0.05785	
cts_resized	0	
path_cells	clkdlybuf4s50_1	
rsz0062_at_grt	no	
syn_inst	96	
clockRootBuffer	clkbuf_8	
setup_violations	0	
crit_family	buffers and inverters	
netlist_area	1022	um^2
io_pins	23	
grt_max_degree	13	
final.fill_count	1090	
antenna_found_initial	0	
crit_path_end	count_H[7]	
critPathKind	register to output port	
cts_hold_buf	0	
whs	0.4856	ns
cts_sinks	22	
detail_route.wl_per_cell	9.453	um
compound_area_frac	0.06120	
grt_pass1_vias	733	
avgSynthCellArea	10.65	um^2
portBuffers	22	
dp_slack	0.3946	ns
dr.pass1.iters	4	
crit_arrival	1.34	ns
finalMaxSlewViolations	0	
ys_sh_xor	0.1028	
post-route-period-util	0.8403	
worst_pin_slew	0.3423	ns
cp.required	1.68	ns
min-delay-start	count_H[0]$_SDFF_PN0_	
crit_path_end_kind	output port	
die_width	120	um
rr_startpoint	count_H[0]$_SDFF_PN0_	
hold_class	register to register	
track_usage	0.03279	
wirelength	2401	um
rows	36	
cts.clk_slew.worst_paths	0.08	ns
hold_viol_final	0	
ys_ff	22	
async_flop_share	0	
logic_area	464.2	um^2
power	0.7112	mW
cts_setup_buffers	0	
logic_family	simple AND/OR/NAND/NOR gates	
antennaDiodeCount	0	
cts_max_level	1	
reg2reg_to	count_V[2]$_SDFFCE_PN0N_	
grt_first_pass_wirelength	3822	um
ys_cells	96	
power_density	490.0	nW/um^2
drt_first_iter_violations	64	
cts_max_path_buffers	2	
max_slew_margin	0.7715	
peakVddDrop	0.2668	mV
vias	776	
cp_num_cells	1	
critPathSlowestCell	clkdlybuf4s50_1	
drv_cap	0	
max_stage_delay	0.56	ns
die_y	120	um
globalRouteOverflowTotal	0	
reg2reg_slack	0.39	ns
startpoint_type	register	
cts_made_buffers	3	
ant_nets	0	
synthSimpleGateAreaFrac	0.2534	
fin_skew	0.001271	ns
gp_congestion	0.7992	
syn_to_final_growth	41.98	%
critPathMaxFanout	8	
leakagePower	0.5284	nW
ys_warn_count	1	
fmax	566.7	MHz
dieArea	14400	um^2
setup_ws	0.3354	ns
crit_start	count_H[7]$_SDFF_PN0_	
ys_sh_mux	0	
viasPerCell	3.055	
status	completed	
ys_sh_adder	0.03672	
fp_util	0.1046	
tns	0	ns
clk_latency	0.26	ns
drc	0	
post-route-min-period	1.765	ns
core	9774	um^2
worst-path-buf-inv	1	
cts_tree	done	
ff_type	dfxtp_1	
tool_warnings	26	
r2r_cells	4	
synth-seq-area-share	0.5288	
stage by stage:
| step | util | instances | instance area [um^2] |
|---|---|---|---|
| 2_1_floorplan | - | 96 | 1022 |
| 3_3_place_gp | 0.1439 | 250 | 1406 |
| 3_5_place_dp | 0.1439 | 250 | 1406 |
| 4_1_cts | 0.1485 | 254 | 1451 |
| 5_1_grt | 0.1485 | 254 | 1451 |
| 6_report | 0.1485 | 254 | 1451 |
state kept, by name, indices dropped and copies added (netlist names):
| register | flops |
|---|---|
| h_sync | 1 |
| count_H | 10 |
| v_sync | 1 |
| count_V | 10 |
cells in the final DEF, fill, tap and decap left out, types with 3 or more instances in the layout:
cell	netlist	routed
clkdlybuf4s50_1	0	22
dfxtp_1	12	12
edfxtp_1	10	10
nand2_1	8	8
nor2_1	8	8
nand3_1	8	8
xor2_1	7	7
xnor2_1	5	5
nand4_1	4	4
nor3_1	3	3
and3_1	3	3
o31ai_1	3	3
a21oi_1	3	3
ha_1	3	3
clkbuf_8	0	3
synthesized netlist by cell type, types with 2 or more instances:
cell      instances  area, um^2
nand2_1           8       30.03
xnor2_1           5       43.79
nor2b_1           2       12.51
and3_1            3       18.77
nor3_1            3       15.01
o21ai_0           2       10.01
nor2_1            8       30.03
dfxtp_1          12       240.2
nand4_1           4       25.02
inv_1             2       7.510
ha_1              3       37.54
nand3_1           8       40.04
or4_1             2       15.01
a21oi_1           3       15.01
edfxtp_1         10       300.3
xor2_1            7       61.31
o31ai_1           3       22.52
layer usage:
layer  routed length, um  GRT usage  part of all wire  vias up
met5                   0          0                 0        -
met4                  10   0.001508            0.0042        0
met1                1289    0.04925              0.54      345
met2                 804    0.03714              0.33       26
met3                 297    0.02427              0.12        2
li1                    -          -                 -      403
cell type report:
| cell class | count | area share |
|---|---|---|
| flip-flops and latches | 22 | 0.3724 |
| multi-input cells | 70 | 0.3198 |
| repair buffers | 23 | 0.1569 |
| clock buffers | 4 | 0.03103 |
| well taps | 133 | 0.1147 |
| inverters | 2 | 0.005172 |
worst min-delay path by stage:
stage,end,depth (start not counted),slack [ns]
6_report,count_H[0]$_SDFF_PN0_,1,0.49
5_1_grt,count_H[0]$_SDFF_PN0_,1,0.53
4_1_cts,count_H[0]$_SDFF_PN0_,1,0.49
power breakdown:
part	internal [mW]	leakage (nW)	total (mW)	switching [mW]
clock network	0.135	0.0228	0.268	0.133
logic	0	0.293	0.000000293	0
registers	0.443	0.213	0.443	0
worst reg2reg max path, stage by stage, from the launching register on:
cell     delay [ns]
dfxtp_1        0.40
ha_1           0.27
nand4_1        0.16
nor4_4         0.32
buf_4          0.27
logic make-up after synthesis:
logic type               count (synthesis)
AND-OR/OR-AND                           10
XOR/XNOR                                12
adder cells (fa/ha/maj)                  3
buffers and inverters                    4
flip-flops                              22
AND/OR/NAND/NOR                         45
Power figures rest on the tool's default switching activity, not on a simulated workload.
