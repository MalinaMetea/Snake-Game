==> /design/flow/design.v <==
module keyboard (
    input KB_clk,
    input clk_25,
	input data,
    output reg [2:0] direction);
reg [7:0] code;
reg [7:0] previousCode;
reg [7:0] keyCode;
reg [2:0] others;
reg [3:0] count = 1;
always@(negedge KB_clk)
begin
    case (count)
    1:  others[0]<=data;
    2: 	keyCode[0] <= data;
    3: 	keyCode[1] <= data;	
    4: 	keyCode[2] <= data;
    5: 	keyCode[3] <= data;	
    6: 	keyCode[4] <= data;
    7: 	keyCode[5] <= data;	
    8: 	keyCode[6] <= data;
    9: 	keyCode[7] <= data;
    10:	others[1]<=data;
    11: ;
    endcase		
    if(count == 10)
    begin
        if(previousCode == 8'hF0)
        begin
            code <= keyCode;
        end
        previousCode <= keyCode;
    end
    if(count==11) count<=1;
    else count<=count+1;
end	
always@(code)
begin
    if(code == 8'h1D) 
        direction <= 3; 
    else if(code == 8'h1C) 
        direction <= 2; 
    else if(code == 8'h1B) 
        direction <= 0;
    else if(code == 8'h23)
        direction <= 1;
    else 
        direction<=4;
end
endmodule
==> /design/flow/run.sh <==
#!/bin/bash
# OpenROAD 26Q1-2900-gdf79404cd8, Yosys 0.63+post, stock flow scripts
make -C /OpenROAD-flow-scripts/flow DESIGN_CONFIG=/design/flow/config.mk WORK_HOME=/design/flow/orfs finish
==> /design/flow/config.mk <==
export PLATFORM = sky130hd
export DESIGN_NAME = keyboard
export DESIGN_NICKNAME = keyboard
export VERILOG_FILES = /design/flow/design.v
export SDC_FILE = /design/flow/constraint.sdc
export NUM_CORES = 4
export LEC_CHECK = 1
export CORE_AREA = 10 10 92 92
export DIE_AREA = 0 0 102 102
==> /design/flow/constraint.sdc <==
current_design keyboard

set clk_period 3.1
set clk_io_pct 0.2

create_clock -name clk0 -period $clk_period [get_ports {KB_clk}]

set non_clock_inputs [all_inputs -no_clocks]
set_input_delay [expr $clk_period * $clk_io_pct] -clock clk0 $non_clock_inputs
set_output_delay [expr $clk_period * $clk_io_pct] -clock clk0 [all_outputs]
==> job_summary.md <==
### Metrics collected by this job

| Metric | Value |
|---|---|
| Log Warnings | `60` |
| Routed vias | `660` |
| Worst Skew | `0.01112 ns` |
| Rows | `29` |
| Yosys chip area | `1082 sq um` |
| # diodes | `0` |
| Crit path DAT | `3.40 ns` |
| Data required, critical path | `2.48 ns` |
| Final Max Tran Viols | `0` |
| Late-Pin Clk Latency | `0.35 ns` |
| DR iter-0 viols | `9` |
| Largest fanout on the critical path | `2` |
| Core Density at Floorplan | `16.76%` |
| Tot Pwr | `0.0007436 W` |
| Leak pwr | `0.6342 nW` |
| Worst Reg2Reg Path Length in Cells | `3` |
| Slowest cell on crit path | `or4b_4` |
| RSZ-0062 raised after global routing | `true` |
| Initial antenna violation count | `0` |
| Slew margin rel. | `74.62%` |
| R2R Setup Slk | `1.19 ns` |
| Syn Std Cell Area | `1082 sq um` |
| Reg-to-Reg End | `code[3]` |
| CTS clock-pin slew for the worst setup and hold paths | `0.04 ns` |
| First-pass GRT wire length | `2.925 mm` |
| Ys Warns | `1` |
| Cell area leaders | `edfxtp_1 67%, dfxtp_1 7.4%, and2_1 4.6%` |
| Syn avg cell area | `16.65 sq um` |
| Cell count in the Yosys report | `65` |
| Hold buffers post-CTS | `0` |
| All-Layer GR Usage | `3.410%` |
| Min-delay src | `count[0]` |
| Die W | `102 um` |
| Post-route ant nets | `0` |
| Placed cell area | `1256 sq um` |
| Core Box Area | `6459 sq um` |
| Layout Utilization | `22.69%` |
| Routed WL per cell | `8.095 um` |
| Placer congestion estimate | `0.8014` |
| Post-route cell area | `1465 sq um` |
| Final TNS setup | `-2.407 ns` |
| Seq/Total Area, Yosys | `73.99%` |
| Die height | `102 um` |
| VDD IR max | `0.0001991 V` |
| CTS tree | `done` |
| Startpoint Class | `flop` |
| Hold Path Cell Cnt | `1` |
| Vias in the first global route | `723` |
| Synth Register Bits | `28` |
| Root buffer cell | `clkbuf_8` |
| Status | `finished, violations left` |
| Setup ws final | `-0.9223 ns` |
| Syn-to-layout area delta | `35.38%` |
| GRT overflow | `0` |
| Port Buffer Count | `4` |
| Top cell area share | `66.59%` |
| Worst-Margin Slew | `0.3808 ns` |
| CP Capture Type | `output port` |
| Cell breakdown of the critical path | `or4b_4 > nor4b_4 > buf_4 > o21a_1 > buf_2` |
| Boundary Pins | `6` |
| Final Hold Fails | `0` |
| Cells after Synth | `65` |
| Max stage delay on crit path | `0.57 ns` |
| Die area | `10400 sq um` |
| Max cap viols | `0` |
| TritonCTS Sinks | `28` |
| Netlist cell types | `22` |
| Worst r2r src | `count[3]` |
| Final HPWL DP | `1.013 mm` |
| Routed WL | `1.538 mm` |
| DR vias/cell | `3.474` |
| Class of the worst hold path | `flop to flop` |
| CTS H-tree lvls | `1` |
| DRC Markers | `0` |
| Cell Pwr Density | `507.5 nW/um^2` |
| Pre-antenna DRT Iters | `3` |
| WHS Endpoint | `count[0]` |
| CTS max path bufs | `2` |
| Failing checks | `negative setup slack` |
| Yosys top cell by area | `edfxtp_1` |
| Final setup viols | `3` |
| Num CTS Buffers | `3` |
| Critical path class | `flop to output port` |
| Largest net degree at the start of global routing | `17` |
| Share of cells above drive strength 1 | `20.35%` |
## power by group
group          leakage (nW)  internal [W]  switching [W]
clock                 0.175      0.000139       0.000195
combinational         0.211    0.00000112     0.00000137
sequential            0.248      0.000407              0
total                 0.634      0.000547       0.000196
## worst max path at each step
stage               to    start  slack, ns  depth (start not counted)
6_report  direction[0]  code[7]      -0.92                          5
5_1_grt   direction[0]  code[7]      -1.02                          5
4_1_cts   direction[0]  code[2]      -0.99                          5
## kinds of logic after synthesis
family | Yosys count | share of synthesized area, %
DFF | 28 | 73.99
and+or+nand+nor | 24 | 16.30
AOI/OAI and AO/OA | 4 | 2.891
buffers and inverters | 4 | 1.387
adders and majority gates | 4 | 4.624
xor gates and xnor gates | 1 | 0.8094
## flip-flops by register name, indices dropped and copies added, names as in the netlist
register,cells
previousCode,8
keyCode,8
count,4
code,8
## area by class of cell
type	instances	area, sq um
inverters	3	11.26
well taps	77	96.34
repair buffers	17	132.6
multi-input cells	33	271.5
clock inverters	29	111.4
flip-flops and latches	28	800.8
clock buffers	3	41.29
fillers	661	4994
## synth_stat cells (all sizes together)
| cell | number |
|---|---|
| nor3b | 1 |
| and3 | 1 |
| nand2 | 3 |
| nor4b | 2 |
| nor4 | 1 |
| a22o | 1 |
| xnor2 | 1 |
| and4b | 1 |
| nor2 | 1 |
| nand4b | 2 |
| o21a | 1 |
| a211oi | 1 |
| a21o | 1 |
| ha | 4 |
| nor2b | 2 |
| edfxtp | 24 |
| and2 | 8 |
| inv | 4 |
| dfxtp | 4 |
| or4b | 1 |
| nor3 | 1 |
## per-stage QoR
stage / setup slack [ns] / cells / hold slack [ns]
6_report: -0.9223 / 190 / 0.4308
3_3_place_gp: -0.8206 / 151 / 0.4138
3_5_place_dp: -0.8500 / 151 / 0.4262
2_1_floorplan: -0.3207 / 65 / 0.4034
4_1_cts: -0.9946 / 188 / 0.4328
5_1_grt: -1.023 / 190 / 0.4530
## worst max-delay path: cells and delay by family, from the launching register on
kind,cells,cell delay (ns)
AND-OR/OR-AND,1,0.09
buffers and inverters,2,0.22
flip-flops,1,0.38
AND/OR/NAND/NOR,2,0.81
## routing by layer
metal | routed length, um | track usage (%) | share of wire (%)
met3 | 137 | 2.454 | 8.9
met1 | 732 | 3.873 | 48
met2 | 648 | 4.593 | 42
met4 | 20 | 1.952 | 1.3
met5 | 0 | 0 | 0
## layout by cell type, fill, tap and decap left out, types with 2 or more instances in the layout
cell type	n
buf_2	2
edfxtp_1	24
ha_1	4
nor2b_1	2
clkbuf_8	3
nand4b_1	2
and2_1	8
inv_1	31
buf_6	2
dfxtp_1	4
nand2_1	3
buf_4	12
## what timing repair did
item                       4_1_cts  5_1_grt
setup endpoints to repair        3        3
pin swaps                        5        3
resized                         12        0
hold endpoints to repair         0        0
buffers inserted                 6        2
No activity file was given, so power comes from the tool's default toggle rates.
